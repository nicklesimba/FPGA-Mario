==> design.v <==
module qblock(
					input        Clk,                 
                            Reset,               
                            frame_clk,           
               input [9:0]  DrawX, DrawY,        
					input [1:0]  roomNum,				 
					input	[1:0]	 myRoomNum,				 
					input [9:0]  posX, posY,	       
					input [9:0]	 mario_x, mario_y,		 
					input [9:0]	 mario_size_y,		  
					input [1:0]	 is_alive_mario,		 
               output logic is_qblock,           
					output logic blink_num,	   		 
					output logic is_empty,				 
					output logic [8:0] qblock_address   
				 );
	parameter [9:0] Qblock_Size_X = 10'd19;	   
	parameter [9:0] Qblock_Size_Y = 10'd19;	   
	parameter [4:0] wall_dim = 5'd20;
	logic [9:0] Qblock_X_Pos, Qblock_Y_Pos;
	logic	blink_num_in, is_empty_in;
	logic [9:0] Qblock_X_Pos_in, Qblock_Y_Pos_in;
	logic [9:0] Clk_counter;
   logic frame_clk_delayed, frame_clk_rising_edge;
   always_ff @ (posedge Clk) begin
      frame_clk_delayed <= frame_clk;
		frame_clk_rising_edge <= (frame_clk == 1'b1) && (frame_clk_delayed == 1'b0);
   end
   always_ff @ (posedge Clk)
   begin
		if (Reset)  
      begin
			Qblock_X_Pos <= 10'd800;
			Qblock_Y_Pos <= 10'd0;
			blink_num <= 1'b1;
			is_empty <= 1'b0;
			Clk_counter <= 10'd0;
		end
		else if (roomNum == myRoomNum)  
		begin
			Qblock_X_Pos <= posX;
         Qblock_Y_Pos <= posY;
			blink_num <= blink_num_in;
			is_empty <= is_empty_in;
			if (Clk_counter > 1000)
				Clk_counter <= 0;
			else
			begin
				if (frame_clk_rising_edge)
					Clk_counter++;
			end
		end
      else									 
      begin
			Qblock_X_Pos <= 10'd800;
         Qblock_Y_Pos <= 10'd0;
			blink_num <= blink_num_in;
			is_empty <= is_empty_in;
			Clk_counter <= 0;
		end
	end
   always_comb
   begin
      Qblock_X_Pos_in = Qblock_X_Pos;
      Qblock_Y_Pos_in = Qblock_Y_Pos;
		blink_num_in = blink_num;
		is_empty_in = is_empty;
      if (frame_clk_rising_edge)
      begin
			Qblock_X_Pos_in = Qblock_X_Pos;
			Qblock_Y_Pos_in = Qblock_Y_Pos;
			blink_num_in = blink_num;
			is_empty_in = is_empty;
			if (is_empty == 1'b0)
			begin
				if (Clk_counter % 10 == 0)
				begin
					if (blink_num == 1'b1)
						blink_num_in = 1'b0;
					else
						blink_num_in = 1'b1;
				end
				if ( ((mario_x + 7 >= Qblock_X_Pos && mario_x + 7 <= Qblock_X_Pos + Qblock_Size_X) || (mario_x - 7 >= Qblock_X_Pos && mario_x - 7 <= Qblock_X_Pos + Qblock_Size_X)) 
						&&
					  ((mario_y - mario_size_y <= Qblock_Y_Pos + Qblock_Size_Y + 1) && (mario_y - mario_size_y > Qblock_Y_Pos + 9))
					   &&
						is_alive_mario != 2'd0
					)
					begin
						is_empty_in = 1'b1;
					end
			end
		end
	end
   always_comb begin
		if (DrawX >= Qblock_X_Pos && DrawY >= Qblock_Y_Pos && DrawX <= (Qblock_X_Pos + Qblock_Size_X) && DrawY <= (Qblock_Y_Pos + Qblock_Size_Y))
			is_qblock = 1'b1;
		else
			is_qblock = 1'b0;
		if (is_qblock == 1'b1)
		begin
			qblock_address = (DrawX % wall_dim) + (DrawY % wall_dim) * wall_dim;
		end
		else
			qblock_address = 9'b0;  
	end
endmodule
==> run.sh <==
#!/bin/bash
# OpenROAD 26Q1-2900-gdf79404cd8, Yosys 0.63+post, stock flow scripts
make -C /OpenROAD-flow-scripts/flow DESIGN_CONFIG=/design/flow/config.mk WORK_HOME=/design/flow/orfs finish
==> config.mk <==
export PLATFORM = sky130hd
export DESIGN_NAME = qblock
export DESIGN_NICKNAME = qblock
export VERILOG_FILES = /design/flow/design.v
export SDC_FILE = /design/flow/constraint.sdc
export NUM_CORES = 4
export LEC_CHECK = 1
export CORE_UTILIZATION = 50
==> constraint.sdc <==
current_design qblock

set clk_period 13.3
set clk_io_pct 0.2

create_clock -name clk0 -period $clk_period [get_ports {Clk}]

set non_clock_inputs [all_inputs -no_clocks]
set_input_delay [expr $clk_period * $clk_io_pct] -clock clk0 $non_clock_inputs
set_output_delay [expr $clk_period * $clk_io_pct] -clock clk0 [all_outputs]
==> reports/notes.md <==
The run finished with clean final reports. Post-CTS repair changed the size of 0 cells. Across the routed clock network, the largest skew measured is 2.09 ps. Looking at hold timing, the worst path starts from frame_clk_delayed. For the final routed database, the setup TNS stands at 0 ps. On the critical path, the stage with the largest delay is an instance of clkdlybuf4s50_1. Detailed routing inserted a total of 6541 vias. The tools report the share of the core filled by cells before placement as 51.7%.

Yosys attributes the largest share of cell area to ha_1, dfxtp_1, xnor2_1. Global routing used 22.6% of the available tracks. The post-synthesis instance total was 967.

STA classifies the critical path startpoint as a primary input. Worst endpoint data arrival time: 7790 ps. The post-synth count of flops with an enable pin is 0. CTS saw 34 sinks. Across all checked pins, the minimum headroom to the slew limit is 45.0%. The tools report the number of levels the H-tree was split into as 2.

The run gives 51.3% as the power share of the combinational group. The run gives 0.000173 W for the switching component of the power. The primary flip-flop cell chosen by synthesis mapping was dfxtp_1. The wire length of the first global-routing pass was 27500 um.

For the worst reg-to-reg path, the startpoint reported by OpenROAD is Clk_counter[7]. The switching portion of total power works out to 34.8%. For the total placed cells including tap cells, the log shows 1201. Per STA, the worst path is made up of clkdlybuf4s50_1 -> nor2b_1 -> nand2_1 -> nand3_1 -> o21ai_0 -> nand3_1 -> o21ai_0 -> a21oi_1 -> nand2_1 -> o21bai_1 -> a21oi_1 -> o21ai_0 -> ha_1 -> fa_1 -> ha_1 -> a21o_1 -> a21oi_1 -> xnor2_1 -> xnor2_1 -> and2_1 -> clkdlybuf4s50_1. The floorplan step defined a core boundary enclosing 14000 um^2. With the clock network fraction of total power at 26.8%, the number of hold-slack violations in the final timing report is 0. The final antenna diode tally reported by the flow is 0. With the post-synthesis instance area at 7230 um^2, the final period utilization is 78.6%. Of the synthesized area, sequential elements account for 9.42%. Hold repair after CTS inserted 0 buffers. By instance count, the leading cell after synthesis is ha_1. In the final layout, the share of cells above drive strength 1 is 3.99%.

The run gives 10450 ps for the post-layout minimum cycle time. After synthesis, the design contains 967 cells according to Yosys. The cell family contributing the most delay on the critical path is AND-OR/OR-AND gates. The tools report the internal power contribution as 0.000325 W. Total power for the finished layout comes to 0.000498 W. For the pin with the worst max-slew slack, the measured transition is 819 ps. The power per cell area came out at 59.7 nW/um^2.

Dividing the detail-routed via count by the number of cells gives 5.41. The worst register-to-register path depth is 18. The tally of unique sky130hd cells used after synthesis came out at 91. The biggest area contributor in the post-synthesis netlist is ha_1.

For hold timing, the worst endpoint is frame_clk_rising_edge. The static leakage power is 3.40 nW. The share of Yosys cell area claimed by the top area cell type was 23.0%. Number of buffers on the longest clock path: 2. The tools report the number of top-level design ports as 91. In this run the critical register-to-register path is captured at blink_num. The chip occupies 14900 um^2.

The routed wirelength normalized by instance count was 13.6 um; the count of max-cap constraint violations was 0. Across all stage logs, warnings added up to 35. For reference, the top cells by count after synthesis are ha_1, nor2_1, a21oi_1, o21ai_0, nand2_1.

Once synthesis finished, the tally of register bits stood at 34. Setup violations remaining at the end of the flow were counted as 0. The first routing iteration left 370 violations. Buffers placed on the I/O ports in this run total 90. Max-slew check failures listed in the final report amount to 0.

Detailed placement reports a standard cell area of 8190 um^2. First-pass iteration count of the detailed router: 6. Setup repair after global routing left no endpoint under its margin. The die height was 122 um. The number of cell rows came out at 43. Per the repair_timing log after CTS, setup buffers inserted total 0. The critical path is of the in -> out type.

The worst register-to-register path has a setup slack of 8020 ps. In the synthesized netlist the async set-or-reset flop fraction comes to 0%. The number of antenna violations at the first check in global routing came out at 0.

In this run the VDD rail shows a maximum IR drop of 0.0519 mV. The biggest fanout along the worst timing path came out at 12. The count of non-filler cells in the finished layout is 1208. The floorplan step set the die width to 122 um. With the post-route core utilization at 59.7%, the area added between synthesis and finish is 15.6%.

Entering global routing, the biggest net connects 23 pins. Derived from the worst setup path, the maximum achievable clock frequency is 95.7 MHz. The detailed router reported a total wirelength of 16400 um. The path class of the tightest hold or removal check is reg -> reg. For reference, the post-synthesis area per instance comes to 7.47 um^2. The timing report notes that buffer and inverter cells on the critical path total 2. In this run the remaining antenna-violating nets after routing total 0. Looking at the worst setup and hold paths, the clock pins of their registers show a slew of 50 ps.

The cell at the root of the clock tree is clkbuf_16. Per the skew report, the later register of the worst-skew pair sees a clock latency of 270 ps. The via count of the first global-routing pass was 5841; the last weighted congestion value of the routability-driven placer was 0.882.

The script parses the final routing iteration and logs DRC violations as 0. STA classifies the critical path endpoint as a primary output. The global route stage reports its total congestion overflow as 0.

The total CTS buffers came out at 5. For the critical path required time, the log shows 10640 ps. For the completed layout, the total cell area is recorded as 8350 um^2. Detailed placement finished with a half-perimeter wire length of 13500 um. The timing report gives the biggest stage delay along the critical path as 700 ps. Post-synthesis, Yosys gives the total cell area as 7230 um^2. For the count of warnings emitted by yosys, the log shows 1.

The number of cells traversed by the worst hold path works out to 1. TritonCTS built the clock tree. The run gives 21.9% as the sequential cell fraction of total power.
-- how the worst max path moves through the flow --
| stage | from | end | slack, ps | cells after the start |
|---|---|---|---|---|
| 6_report | DrawY[9] | qblock_address[8] | 2850 | 21 |
| 5_1_grt | DrawX[4] | qblock_address[8] | 2380 | 23 |
| 4_1_cts | DrawY[9] | qblock_address[8] | 2860 | 21 |
-- sequential cells by signal, summed over array words and instances, names as in the netlist --
signal and count:
Clk_counter 10, frame_clk_rising_edge 1, Qblock_X_Pos 10, blink_num 1, Qblock_Y_Pos 10, frame_clk_delayed 1
is_empty 1
-- layout make-up --
type	count	area (um^2)
clock buffers	6	139
inverters	57	214
well taps	180	225
multi-input cells	836	6130
flip-flops and latches	34	681
repair buffers	94	931
fillers	1336	5630
clock inverters	1	30.0
-- power by group through the flow --
stage	sequential [W]	clock (W)	combinational (W)
4_1_cts	0.000109	0.000137	0.000258
5_1_grt	0.000110	0.000141	0.000295
6_report	0.000109	0.000133	0.000256
-- metal layers --
layer	wire, um	global-route usage [%]
met1	8510	34.4
met2	7390	36.9
met3	373	0.996
met4	142	2.29
met5	0	0
-- placed cells by master, fill, tap and decap left out, types with 6 or more instances in the layout --
master | synthesis | layout
nor3_1 | 19 | 18
inv_1 | 56 | 56
nor2_1 | 76 | 76
o22ai_1 | 8 | 8
ha_1 | 133 | 133
nor3b_1 | 6 | 6
nand2b_1 | 42 | 42
o21a_1 | 17 | 17
dfxtp_1 | 34 | 34
o21ai_0 | 67 | 67
a21oi_1 | 69 | 69
nand3_1 | 23 | 23
nand4_1 | 18 | 18
o211ai_1 | 8 | 8
nor2b_1 | 46 | 46
nand2_1 | 57 | 57
a21o_1 | 18 | 18
and2_1 | 26 | 26
xnor2_1 | 51 | 51
a211oi_1 | 8 | 8
clkdlybuf4s50_1 | 0 | 90
xor2_1 | 26 | 26
-- through the flow --
| stage | hold slack (ps) | setup slack (ps) |
|---|---|---|
| after CTS | 392 | 2860 |
| after global routing | 407 | 2380 |
| final | 387 | 2850 |
| after floorplan | 367 | 4190 |
| after global placement | 372 | 2920 |
| after detailed placement | 385 | 2880 |
-- worst reg2reg max path, delay by kind of cell (launching register included) --
family                   cells  cell delay [ps]
buffers and inverters        1              100
AND-OR/OR-AND                6             1210
adder cells (fa/ha/maj)      1              330
XOR/XNOR                     1              160
AND/OR/NAND/NOR              8             2490
flip-flops                   1              740
multiplexers                 1              200
-- cells by family (layout without fill, tap and decap cells) --
| logic type | count (synthesis) | in the layout | share of synthesized area (%) |
|---|---|---|---|
| and+or+nand+nor | 352 | 352 | 26.4 |
| adders and majority gates | 139 | 139 | 24.3 |
| DFF | 34 | 34 | 9.42 |
| buffers and inverters | 100 | 158 | 5.92 |
| AOI/OAI and AO/OA | 254 | 254 | 22.9 |
| xor gates and xnor gates | 78 | 78 | 9.56 |
| muxes | 9 | 9 | 1.47 |
| other | 1 | 4 | 0.0519 |
Power is estimated from default activity; no workload was simulated.
