### flow/config.mk
export PLATFORM = sky130hd
export DESIGN_NAME = logo
export DESIGN_NICKNAME = logo
export VERILOG_FILES = /design/flow/design.v
export SDC_FILE = /design/flow/constraint.sdc
export NUM_CORES = 4
export LEC_CHECK = 1
export CORE_AREA = 10 10 92 92
export DIE_AREA = 0 0 102 102
### flow/design.v
module logo (
					input [9:0]   DrawX, DrawY,        
					input [1:0]   RoomNum,				  
					output logic  is_logo,				  
					output logic  [15:0] logo_address  
				);
	always_comb
	begin
		case (RoomNum)
				2'd0:  
					begin
						if ( (DrawX >= 144) && (DrawX < 496) && (DrawY >= 40) && (DrawY < 216) )
							is_logo = 1'b1;
						else
							is_logo = 1'b0;
					end
				default:
					is_logo = 1'b0;
		endcase
		if (is_logo == 1'b1)
			logo_address = (DrawX - 144) + (DrawY - 40) * 352;
		else
			logo_address = 14'd0;  
	end
endmodule
### flow/run.sh
#!/bin/bash
# OpenROAD 26Q1-2900-gdf79404cd8, Yosys 0.63+post, stock flow scripts
make -C /OpenROAD-flow-scripts/flow DESIGN_CONFIG=/design/flow/config.mk WORK_HOME=/design/flow/orfs finish
### flow/constraint.sdc
current_design logo

set clk_period 6.4
set clk_io_pct 0.2

create_clock -name clk0 -period $clk_period

set non_clock_inputs [all_inputs -no_clocks]
set_input_delay [expr $clk_period * $clk_io_pct] -clock clk0 $non_clock_inputs
set_output_delay [expr $clk_period * $clk_io_pct] -clock clk0 [all_outputs]
==> metrics.yaml <==
simple_gate_share_pct: 18.89
max_stage_delay_ns: 0.49
die_w_um: 102
antenna_found_initial: 0
area_growth_pct: 62.47
layout-drive-gt1-share_pct: 27.60
grt_pass1_vias: 1589
logic_family: "adder cells"
num_vias: 1505
irDropWorstVdd_uv: 206.3
worst-endpoint-arrival_ns: 4.86
fp_util_pct: 24.00
drtIter0Drc: 19
synthCells: 198
num_rows: 29
flops: 0
avgViaCountPerCell: 4.228
route.detailed.drc: 0
grt_usage_pct: 7.869
chip_area_um2: 10400
top_cell_area_share_pct: 27.44
power_density_nw_per_um2: 253.0
num_antenna_cells: 0
required_ns: 5.12
worstHoldPathCells: 3
place_inst: 351
postSynthSeqShare_pct: 0
drtPass1Iterations: 3
cp-start-kind: "input pin"
yosys-top-cells-count: "inv_1 (39), ha_1 (34), nor2_1 (20)"
run_status: "finished clean"
coreArea_um2: 6459
synth_top_cell_by_area: "ha_1"
final-max-slew-violation-count: 0
seqCellArea_um2: 0
wirelength_um: 3991
aoi_share_pct: 16.55
clock.fmax_mhz: 162.9
top_cells_by_area: "ha_1 (27%), fa_1 (10%), inv_1 (9.4%)"
hold_viol_final: 0
yosys_warnings: 1
n_clock_buffer: 0
fin_crit_sh_pct: 95.92
min_to: "logo_address[0]"
dieHeight_um: 102
worstPathCellList: "clkdlybuf4s50_1 > ha_1 > inv_1 > fa_1 > inv_1 > ha_1 > a21oi_2 > buf_4 > xnor2_1 > ha_1 > o21ai_1 > nand2b_1 > a21oi_1 > a21oi_2 > buf_4 > xnor2_1 > nor2_1 > clkdlybuf4s50_1"
cap_violations: 0
gp_congestion: 0.7988
numPortBuffers: 39
mux_share_pct: 0
grt_first_pass_wirelength_um: 6962
xor_share_pct: 15.58
hold_slack_ns: 3.505
ys_area_um2: 1550
synth_cell_types: 36
wl_per_cell_um: 11.21
openroad.warnings: 36
hold_path_class: "input pin to output port"
io-pin-count: 39
fillCellCount: 639
max_slew_margin_pct: 61.84
grt.overflow.total: 0
hold_start: "DrawX[0]"
power_mw: 0.6373
path_buffers: 6
critPathKind: "input pin to output port"
ys_cells: 198
finalSetupViolCount: 0
cp-end-kind: "output port"
cts_hold_buf: 0
most_common_cell: "inv_1"
p_leak_nw: 1.254
cp_top_family: "adder cells"
fin_cells: 356
crit_slowest_cell: "fa_1"
adder_share_pct: 37.77
worst_pin_slew_ns: 0.5723
dpl.hpwl_um: 3416
crit_fanout: 3
grt_max_degree: 11
syn-mean-instance-area_um2: 7.829
syn-cell-area_um2: 1550
cp_common_cell: "ha_1"
ant_nets: 0
period_minus_slack_ns: 6.139
[cell families (layout without fill, tap and decap cells)]
group | count (synthesis) | in the layout
compound gates | 35 | 35
xor+xnor | 26 | 26
fa+ha+maj | 42 | 42
buf+inv | 41 | 122
simple gates | 54 | 54
[area by class of cell]
| type | count | area [um^2] | area share [%] |
|---|---|---|---|
| inverters | 40 | 162.7 | 6.458 |
| multi-input cells | 157 | 1548 | 61.45 |
| well taps | 77 | 96.34 | 3.825 |
| repair buffers | 82 | 711.9 | 28.27 |
[report_power, final]
part	internal (mW)	switching (mW)	leakage (nW)	total, mW
clock	0	0	0	0
combinational	0.347	0.290	1.25	0.637
sequential	0	0	0	0
total	0.347	0.290	1.25	0.637
[per-stage QoR]
step | utilization, % | setup WS, ns | TNS [ns] | cell area (um^2)
after floorplan | - | 0.6848 | 0 | 1550
after global placement | 35.78 | -0.4271 | -1.137 | 2311
after detailed placement | 35.78 | -0.4196 | -1.097 | 2311
after CTS | 37.43 | 0.007728 | 0 | 2417
after global routing | 39.00 | -0.009171 | -0.009171 | 2519
final | 39.00 | 0.2612 | 0 | 2519
[metal layers]
layer	track usage (%)	vias to the layer above	share of wire (%)
li1	-	812	-
met1	11.54	669	53
met2	12.44	22	41
met3	1.500	2	5.1
met4	0	0	0.48
met5	0	-	0
[layout by cell type, fill, tap and decap left out, types with 3 or more instances in the layout]
cell and instances:
ha_2 3, nor2_2 3, buf_4 43, inv_1 38, nand2_1 5, fa_1 8
nor2_1 17, clkdlybuf4s50_1 31, a21oi_1 8, ha_4 3, xnor2_1 14, dlymetal6s2s_1 3
nor2b_1 4, o21ai_0 3, xor2_1 9, ha_1 28, and2_1 6, a21o_1 5
nand2b_1 3, dlygate4sd2_1 3
[how the worst max path moves through the flow]
stage,start,end,depth (start not counted)
after global routing,DrawY[1],logo_address[12],17
final,DrawY[1],logo_address[12],18
after CTS,DrawY[5],logo_address[15],20
[what timing repair did]
item                                    in CTS  in global routing
pin swaps                                   13                  6
setup buffers                                4                  1
resized                                     23                 24
gates cloned                                 0                  0
endpoints found under the setup margin       4                  4
Power figures rest on the tool's default switching activity, not on a simulated workload.
