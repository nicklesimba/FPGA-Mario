==> flow/design.v <==
module coin(
					input        Clk,                 
                            Reset,               
                            frame_clk,           
               input [9:0]  DrawX, DrawY,        
					input [1:0]  roomNum,				 
					input	[1:0]	 myRoomNum,				 
					input 		 qblock_empty,			 
					input [9:0]  startX, startY,	       
					input [9:0]	 mario_x, mario_y,		 
					input [9:0]	 mario_size_y,		  
					input [1:0]	 is_alive_mario,		 
               output logic is_coin,           
					output logic [1:0] spin_num,	  
					output logic [9:0] Coin_X_Pos, Coin_Y_Pos,	  
					output logic [8:0] coin_address   
				 );
	parameter [9:0] Coin_Size_X = 10'd19;	   
	parameter [9:0] Coin_Size_Y = 10'd19;	   
	parameter [4:0] wall_dim = 5'd20;
	logic collected;
	logic [1:0] spin_num_in;
	logic collected_in;
	logic [9:0] Coin_X_Pos_in, Coin_Y_Pos_in;
	logic [9:0] Clk_counter;
   logic frame_clk_delayed, frame_clk_rising_edge;
   always_ff @ (posedge Clk) begin
      frame_clk_delayed <= frame_clk;
		frame_clk_rising_edge <= (frame_clk == 1'b1) && (frame_clk_delayed == 1'b0);
   end
   always_ff @ (posedge Clk)
   begin
		if (Reset)  
      begin
			Coin_X_Pos <= 10'd800;
			Coin_Y_Pos <= 10'd0;
			spin_num <= 2'd0;
			collected <= 1'b0;
			Clk_counter <= 10'd0;
		end
		else if (roomNum == myRoomNum && qblock_empty && collected != 1'b1)  
		begin
			Coin_X_Pos <= startX;
         Coin_Y_Pos <= startY;
			spin_num <= spin_num_in;
			collected <= collected_in;
			if (Clk_counter > 1000)
				Clk_counter <= 0;
			else
			begin
				if (frame_clk_rising_edge)
					Clk_counter++;
			end
		end
      else									 
      begin
			Coin_X_Pos <= 10'd800;
         Coin_Y_Pos <= 10'd0;
			spin_num <= spin_num_in;
			collected <= collected_in;
			Clk_counter <= 0;
		end
	end
   always_comb
   begin
      Coin_X_Pos_in = Coin_X_Pos;
      Coin_Y_Pos_in = Coin_Y_Pos;
		spin_num_in = spin_num;
		collected_in = collected;
      if (frame_clk_rising_edge)
      begin
			Coin_X_Pos_in = Coin_X_Pos;
			Coin_Y_Pos_in = Coin_Y_Pos;
			spin_num_in = spin_num;
			collected_in = collected;
			if (collected == 1'b0)
			begin
				if (Clk_counter % 5 == 0)
				begin
					if (spin_num < 2'd3)
						spin_num_in = spin_num + 1'b1;
					else
						spin_num_in = 2'd0;
				end
				if ( ((mario_x + 10 >= Coin_X_Pos && mario_x + 10 <= Coin_X_Pos + 19) || (mario_x - 10 >= Coin_X_Pos && mario_x - 10 <= Coin_X_Pos + 19)) 
						&&
					  ((mario_y + mario_size_y <= Coin_Y_Pos + 19 + 1) && (mario_y + mario_size_y >= Coin_Y_Pos))
					   &&
						is_alive_mario != 2'd0
					)
					begin
						collected_in = 1'b1;
					end
			end
		end
	end
   always_comb begin
		if (DrawX >= Coin_X_Pos && DrawY >= Coin_Y_Pos && DrawX <= (Coin_X_Pos + Coin_Size_X) && DrawY <= (Coin_Y_Pos + Coin_Size_Y))
			is_coin = 1'b1;
		else
			is_coin = 1'b0;
		if (is_coin == 1'b1)
		begin
			coin_address = (DrawX % wall_dim) + (DrawY % wall_dim) * wall_dim;
		end
		else
			coin_address = 9'b0;  
	end
endmodule
==> flow/run.sh <==
#!/bin/bash
# OpenROAD 26Q1-2900-gdf79404cd8, Yosys 0.63+post, stock flow scripts
make -C /OpenROAD-flow-scripts/flow DESIGN_CONFIG=/design/flow/config.mk WORK_HOME=/design/flow/orfs finish
==> flow/config.mk <==
export PLATFORM = sky130hd
export DESIGN_NAME = coin
export DESIGN_NICKNAME = coin
export VERILOG_FILES = /design/flow/design.v
export SDC_FILE = /design/flow/constraint.sdc
export NUM_CORES = 4
export LEC_CHECK = 1
export CORE_UTILIZATION = 40
==> flow/constraint.sdc <==
current_design coin

set clk_period 10.4
set clk_io_pct 0.2

create_clock -name clk0 -period $clk_period [get_ports {Clk}]

set non_clock_inputs [all_inputs -no_clocks]
set_input_delay [expr $clk_period * $clk_io_pct] -clock clk0 $non_clock_inputs
set_output_delay [expr $clk_period * $clk_io_pct] -clock clk0 [all_outputs]
==> summary.txt <==
On the backend side, the flow ran end to end.

According to the CTS report, the clock sink count is 35. The region available for standard cell placement spans between 15000 and 20000 sq um. The iteration count recorded for the first detailed-route pass is 7. Per the post-route antenna check, the number of violating nets is 0.

The report lists the number of standard-cell rows as 50. The floorplan report gives the top-level pin count as between 100 and 150. The HPWL after detailed placement stands at around 17 mm. In the synthesized netlist the dominant register cell turns out to be dfxtp_1. The number of stages on the worst hold path stands at 1. The final layout reports a setup TNS of 0 ns. The share of final-layout standard cells stronger than drive strength 1 stands at under 10%. Looking at the reg2reg group, the worst path starts from Clk_counter[7]$_SDFFE_PP0P_. The most frequently used library cell after synthesis is ha_1. The max-capacitance violation count stands at 0. The final period utilization stands at a little over 90%. Looking at the max-slew report, the worst-margin pin has a slew of around 0.87 ns. The via density per instance stands at between 5 and 6. The detailed router placed a little under 8000 vias in this run. The final timing report lists clock skew as between 0.003 and 0.004 ns.

The script extracted a total leakage power of between 3 and 4 nW. Looking at area per cell type in the netlist, the leader is ha_1. The synthesis-to-layout area growth stands at 17.6%. Per the placement log, port buffering inserted roughly 110 buffers. The stat command in Yosys gives a chip area of slightly below 8000 sq um. TritonCTS built the clock tree.

Max-slew check failures listed in the final report amount to 0. The worst-case reg-to-reg setup slack stands at 3.80 ns. In the setup report, the worst path falls into the class primary input to output port. The number of warnings reported in the stage logs is 33. The flow ran to the end, and the final reports show no timing, DRC or antenna violations.

The post-synth tally of flip-flops with integrated enable stands at 0. The effective utilization at floorplan stands at between 40% and 50%. The number of global-route vias before repair is slightly below 7000. The data required time reported for the critical path is ~8.3 ns.

The synthesized netlist contains between 90 and 100 unique library cells. The initial antenna violation count stands at 0. Setup repair after global routing left no endpoint under its margin.

The number of design rule violations left after detail routing stands at 0. Of the synthesized area, sequential elements account for ~8.9%. The largest net degree at the start of global routing stands at 32. The total wire length after detailed routing stands at approximately 21 mm.

The maximum clock path buffer count stands at 2. The worst hold path begins at frame_clk_delayed$_DFF_P_. The synthesis report lists the Yosys warning total as 1. STA classifies the critical path startpoint as a primary input. The mean routed wirelength per cell stands at around 15 um. Overall power consumption after layout is estimated at 0.606 mW. The mean cell area of the mapped netlist stands at 7.33 sq um. After global routing the overflow that remains totals 0. Buffers inserted to repair hold after CTS numbered 0. At the worst endpoint, the arrival time is 7.57 ns. The combined area of all synthesized cells stands at 7840 sq um. Per the CTS log, the root buffer master is clkbuf_16.

OpenSTA lists the critical path startpoint as DrawY[9]. The detailed router's first-iteration violation count stands at about 440. In this run the number of H-tree levels came out at 2.

The highest ir drop seen on vdd stands at ~0.06 mV. Per the synth log, the flip-flop and latch total comes to 35. The flow reports an fmax of approximately 0.10 GHz. Across all checked pins, the minimum headroom to the slew limit is between 40% and 50%. The repair_antennas step left the layout with diodes totalling 0.

The share of Yosys cell area claimed by the top area cell type stands at a little over a fifth. The cell count in the Yosys report stands at 1070. Fill cells in the final layout number around 1900. The largest fanout of any net on the critical path stands at 11.

The worst setup path is captured at an output port. The later pin in the worst-skew pair is clocked with a latency of about 0.28 ns. The worst reg2reg path depth stands at 24. The post-layout minimum cycle time stands at 9.65 ns.

The width of the chip stands at around 140 um. Sorting the synthesized cells by how often they occur yields 131 x ha_1, 87 x nor2_1, 84 x a21oi_1, 77 x o21ai_0, 67 x nand2_1. The total global-route track usage stands at 21.1%.

The die height stands at 142 um. The number of gates given a new drive strength after cts stands at 0. The final timing report lists a hold violation count of 0. The worst hold slack stands at between 0.3 and 0.4 ns. The min-delay analysis places its worst path in the category flip-flop to flip-flop. CTS added clock buffers totalling 5. In this run the post-CTS setup repair buffer count came out at 0. Yosys reported that registers with async set or reset make up 0%. Per the summary, power density relative to cell area is approximately 66 nW/um^2. On the worst setup and hold paths after CTS, the clock-pin slew comes to ~0.060 ns. The number of cells produced by synthesis stands at around 1100. The overall die area stands at between 20000 and 25000 sq um. The first-pass GRT wire length stands at 34.4 mm. Routability-driven placement finished with a final weighted congestion of ~0.91. After synthesis, the cell types taking the most area are ha_1 21%, dfxtp_1 8.9%, xnor2_1 6.3%.

The number of setup violations in the final report stands at 0.
==> critical path, stage by stage <==
cell	delay (ns)
clkdlybuf4s50_1	0.75
inv_1	0.13
nor2_1	0.34
a21oi_1	0.07
o22ai_1	0.16
a221o_1	0.17
a21oi_1	0.04
o21ai_1	0.51
inv_1	0.12
maj3_1	0.35
a221oi_1	0.26
a21oi_1	0.10
ha_1	0.29
ha_1	0.23
fa_1	0.44
ha_1	0.35
a21o_1	0.16
a21oi_1	0.18
xnor2_1	0.15
xnor2_1	0.08
nor2_1	0.12
clkdlybuf4s50_1	0.47
==> state kept, by name, summed over array words and instances, names as in the netlist <==
signal,flops
spin_num,2
frame_clk_delayed,1
frame_clk_rising_edge,1
collected,1
Coin_X_Pos,10
Clk_counter,10
Coin_Y_Pos,10
==> final timing paths <==
check                                        to
setup / recovery                coin_address[8]
hold / removal    frame_clk_rising_edge$_DFF_P_
setup reg to reg       spin_num[0]$_SDFFE_PP0P_
hold reg to reg   frame_clk_rising_edge$_DFF_P_
==> per-layer routing <==
layer	up-vias	global-route usage, %	part of all wire, %
met5	-	0	0
met2	189	32.9	44
met1	3527	32.5	50
met3	15	2.43	5.1
met4	0	1.19	0.74
li1	4081	-	-
==> layout make-up <==
type | instances | area [sq um] | area share, %
Tap cell | 260 | 325 | 3.53
Multi-Input combinational cell | 934 | 6680 | 72.5
Inverter | 59 | 221 | 2.40
Clock inverter | 1 | 5.00 | 0.0543
Timing Repair Buffer | 117 | 1160 | 12.5
Clock buffer | 7 | 133 | 1.44
Sequential cell | 35 | 701 | 7.60
==> through the flow <==
stage	instances	setup WS [ns]	utilization [%]	cell area, sq um
floorplan	1073	2.27	-	7850
global placement	1405	0.848	47.9	9090
detailed placement	1405	0.797	47.9	9090
CTS	1413	0.807	48.7	9230
global route	1413	0.366	48.7	9230
finish	1413	0.747	48.7	9230
==> report_power, final <==
group	switching [mW]	internal (mW)	total, mW
Sequential	0.00390	0.137	0.141
Clock	0.0607	0.0887	0.149
Combinational	0.159	0.156	0.316
Total	0.224	0.382	0.606
==> cells by family after synthesis <==
group / share of synthesized area [%]
xor+xnor: 8.49
compound gates: 27.1
mux: 1.18
buf+inv: 6.05
flops: 8.93
other cells: 0.0478
fa+ha+maj: 21.9
simple gates: 26.3
==> layout by cell type (no fill, tap or decap), types with 22 or more instances in the layout <==
master	count
clkdlybuf4s50_1	111
nand2_1	67
nand2b_1	41
o21ai_0	77
nor2_1	87
nand3_1	32
nor2b_1	35
ha_1	131
a21oi_1	84
nor3_1	22
inv_1	57
and2_1	30
xnor2_1	56
dfxtp_1	35
No activity file was given, so power comes from the tool's default toggle rates.
